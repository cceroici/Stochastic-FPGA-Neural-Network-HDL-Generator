**./design.v**
```verilog
module M_SIDEADD #(parameter N_inputs = 3, NB_out = 3) (EN,IN,OUT);
input EN;
input [N_inputs -1:0] IN;
output [NB_out-1:0] OUT;
wire [NB_out-1:0] OUT_temp;
wire [NB_out-1:0] temp [N_inputs-1:0];
genvar n;
generate 
	case (N_inputs)
		1: begin
				assign OUT_temp = IN[0];
		   end
		2: begin
				assign OUT_temp = IN[0] + IN[1];
		   end
		default: begin
					assign temp[0] = IN[0];
					assign OUT_temp = temp[N_inputs-1][NB_out-1:0];
					for (n=1; n<(N_inputs);n=n+1) begin : TempAdd
						assign temp[n][NB_out-1:0] =  temp[n-1][NB_out-1:0] + IN[n];
					end
				end
	endcase
endgenerate
assign OUT = (EN) ? OUT_temp : 1'b0;
endmodule
module SS_MOVAVG(IN,AVG,CLK,INIT);
parameter W = 1000;
parameter N = 16;
parameter F_sampling = 5;
input IN;
input CLK, INIT;
output [N-1:0] AVG;
reg [W-1:0] BUFFER = 1'b0 - 1'b1;
reg [7:0] sampleCOUNTER = 8'd0;
always @(posedge CLK) begin
	if (sampleCOUNTER<F_sampling) begin
		sampleCOUNTER <= sampleCOUNTER + 1'b1;
		BUFFER <= BUFFER;
	end else begin
		sampleCOUNTER <= 1'b0;
		BUFFER <= {IN,BUFFER[W-1:1]};
	end
end
M_SIDEADD SIDEADD0(.EN(1'b1),.IN(BUFFER),.OUT(AVG));
defparam SIDEADD0.N_inputs = W;
defparam SIDEADD0.NB_out = N;
endmodule
```
**./run.sh**
```bash
#!/bin/bash
# OpenROAD 26Q1-2900-gdf79404cd8, Yosys 0.63+post, stock flow scripts
make -C /OpenROAD-flow-scripts/flow DESIGN_CONFIG=/design/flow/config.mk WORK_HOME=/design/flow/orfs finish
```
**./config.mk**
```make
export PLATFORM = sky130hd
export DESIGN_NAME = SS_MOVAVG
export DESIGN_NICKNAME = SS_MOVAVG
export VERILOG_FILES = /design/flow/design.v
export SDC_FILE = /design/flow/constraint.sdc
export NUM_CORES = 4
export LEC_CHECK = 1
export CORE_UTILIZATION = 30
```
**./constraint.sdc**
```tcl
current_design SS_MOVAVG

set clk_period 38.6
set clk_io_pct 0.2

create_clock -name clk0 -period $clk_period [get_ports {CLK}]

set non_clock_inputs [all_inputs -no_clocks]
set_input_delay [expr $clk_period * $clk_io_pct] -clock clk0 $non_clock_inputs
set_output_delay [expr $clk_period * $clk_io_pct] -clock clk0 [all_outputs]
```
==> run notes <==
impl run done, here's what came out: status=finished, final reports clean, CTS tree=done, Synth Cell Area=0.0569 sq mm, unrepaired setup endpoints after global routing=no, Total GRT Usage=0.143, Post-DP HPWL=97,800 um, io pins=19, CTS Root Cell=clkbuf_16, CP Capture Type=primary output, library cells used by synthesis=42, largest net degree at the start of global routing=137, Arr. time, crit path=12.12 ns, clk sink count=1,008, Final Worst Setup Slack=18.76 ns, clock buffer depth=3, final slew viol count=0, Filler Cell Count=17,800, critical path's largest stage delay=0.69 ns, Clock Skew=0.0410 ns, Flops after synth=1,008, critical path's most frequent cell=fa_1, max-cap violation count=0, vias=24,900, Worst-path clk slew=0.06 ns, final WL=120,000 um, Finished Layout Cells=6,230, GRT overflow=0, Worst Hold Class=flop to flop, Synth top area share=0.528, final design utilization=0.338, number of diodes=0, Top area cell types=edfxtp_1 53%, fa_1 34%, inv_1 8.8%, ha_1 2.7%, dfxtp_1 0.28%, Least-Margin Pin Slew=0.853 ns, sequential share of the synthesized area=0.531, number of global-route vias before repair=29,900, TritonRoute pass-1 iters=26, Period minus WS final=19.84 ns, first-pass GRT wire length=184,000 um, placed cell count=6,042, Die Y=437 um, total core area=0.188 sq mm, Post-Place Worst Slack=19.38 ns, DIE AREA=0.191 sq mm, tool warnings=30, 1st-iter DRT viols=1,355, met1 WL=43,900 um, mean cell area of the mapped netlist=16.2 sq um, Post-CTS Hold Buffers=0, Min Hold Slack=0.430 ns, area reported by Yosys stat=0.0569 sq mm, WS Path Type=flop to primary output, Critical Path Source Type=flop, fmax=50.4 MHz, postcts setup bufs=0, IO Port Bufs=13, Top Layer Used=met5, FP Util=0.303, routability-driven placement congestion ratio=0.944, Slowest-stage cell, CP=fa_1, setup violators final=0, initial antenna violation count=1, Inserted Clock Buffers=103, worst path required time=30.88 ns, post-CTS sizing=0, final period utilization=0.514, Synth warnings=2, Layout area overhead=11.9%, Post-synth ARST share=0, met2 wire len=54,100 um, die span in x=437 um, WL met3=19,600 um, cell type with the largest total area=edfxtp_1, wire per inst=19.3 um, EDFF count, synth=1,000, dominant synthesized flop cell=edfxtp_1, yosys cell count=3,518, max_slew headroom=0.431, DRC Markers=0, Critical Path Fanout Max=4, clk latency late pin=0.72 ns, sum of negative setup slack=0 ns, Via density=3.99, Synth Instances=3,518, FP Rows=159, Routed Antenna Nets=0, final hold vios=0, layout cell share with drive strength beyond 1=0.0463, H-Tree Level Count=3
-- flip-flops by register name, summed over array words and instances, names as in the netlist --
register and count:
BUFFER 1000, sampleCOUNTER 8
-- cells by family (layout without fill, tap and decap cells) --
group | count (synthesis) | in the layout | synth area share
buffers and inverters | 1338 | 1548 | 0.0888
AOI/OAI and AO/OA | 24 | 24 | 0.00323
other | 1 | 8 | 0.0000659
xor gates and xnor gates | 7 | 7 | 0.00108
muxes | 1 | 1 | 0.000176
and+or+nand+nor | 34 | 34 | 0.00339
adders and majority gates | 1105 | 1105 | 0.372
DFF | 1008 | 1008 | 0.531
-- through the flow --
step	cell area, sq um
after global routing	63600
after detailed placement	60200
after global placement	60200
after floorplan	56900
final	63600
after CTS	63600
-- final timing paths --
check,start,end,slack (ns),cells after the start
min,BUFFER[426],BUFFER[425],0.43,0
max,BUFFER[511],AVG[10],18.76,30
min reg2reg,BUFFER[426],BUFFER[425],0.43,0
max reg2reg,sampleCOUNTER[0],BUFFER[974],32.58,11
-- critical path: cells and delay by family, from the launching register on --
family	cells	cell delay (ns)
AND-OR/OR-AND	2	0.60
AND/OR/NAND/NOR	2	0.63
buffers and inverters	9	1.00
flip-flops	1	0.42
adder cells (fa/ha/maj)	17	8.74
-- synth_stat cells, types with 2 or more instances --
cell type,count
nand2_1,5
fa_1,980
a21o_2,2
edfxtp_1,1000
a21o_1,4
nor2_1,8
ha_1,125
xnor2_1,4
nand3_1,2
buf_4,4
dfxtp_1,8
nor4_1,4
xor2_1,3
o211ai_1,3
nand2b_1,3
inv_1,1331
buf_6,2
and3_1,2
a21oi_1,5
-- placed cells by master, fill, tap and decap left out, types with 3 or more instances in the layout --
cell type and instances:
bufinv_16 13, ha_1 125, clkbuf_1 13, clkinv_2 23, a21oi_1 5, clkinv_1 25, a21o_1 4, nand2_1 4
edfxtp_1 1000, dfxtp_1 8, fa_1 980, nor4_1 4, nand2b_1 3, inv_1 1331, conb_1 8, xor2_1 3
clkdlybuf4s50_1 13, o211ai_1 3, xnor2_1 4, buf_4 15, clkbuf_16 105, nor2_1 8
-- per-layer routing --
metal  up-vias  global-route usage
li1      10800                   -
met3       135               0.109
met1     12800               0.181
met4         4              0.0236
met2      1110               0.203
met5         -             0.00353
-- final cells by class --
cell class / instances / area [sq um] / share of cell area
inverters: 1331 / 5000 / 0.0785
clock inverters: 70 / 713 / 0.0112
clock buffers: 118 / 2680 / 0.0421
multi-input cells: 1179 / 21700 / 0.341
flip-flops and latches: 1008 / 30200 / 0.474
well taps: 2495 / 3120 / 0.0491
repair buffers: 29 / 263 / 0.00413
